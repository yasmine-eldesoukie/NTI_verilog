===== flow/run.sh =====
#!/bin/bash
# OpenROAD 26Q1-2900-gdf79404cd8, Yosys 0.63+post, stock flow scripts
make -C /OpenROAD-flow-scripts/flow DESIGN_CONFIG=/design/flow/config.mk WORK_HOME=/design/flow/orfs finish

===== flow/design.v =====
module FSM #(parameter CLKS_PER_BIT= 5208)(
	input wire clk, rst, soft_rst,
	input wire rx_data_in,
	input wire [$clog2(CLKS_PER_BIT)-1:0] clk_counter,
	input wire [2:0] bit_counter,
	input wire clk_counter_done,
	output reg clk_counter_en, bit_counter_en, shift_register_en,
	output reg rx_busy, rx_done, error
	);
localparam 
  IDLE= 3'b000,
  START= 3'b001,
  DATA= 3'b011,
  ERROR= 3'b010,
  DONE= 3'b111;
reg sample_en, bit_counter_done;
reg [2:0] cs, ns;
 always @(posedge clk or negedge rst) begin
    if (!rst) begin
        cs<= IDLE;
    end
    else if (soft_rst) begin
        cs<= IDLE;
    end
    else begin
        cs<= ns;
    end
 end
 always @(*) begin
    case (cs)
        IDLE: begin
            if (!rx_data_in) begin
                ns= START;
            end
            else begin
                ns= IDLE;
            end
        end
        START: begin
            if (clk_counter_done) begin
                ns= DATA;
            end
            else begin
                ns= START;
            end
        end
        DATA: begin
            if (bit_counter_done && sample_en && rx_data_in==1'b1) begin
                ns= DONE;
            end
            else if (bit_counter_done && sample_en && rx_data_in==1'b0) begin
                ns= ERROR;
            end
            else begin
                ns= DATA;
            end
        end
        ERROR: begin
            ns= ERROR;
        end
        DONE: begin
            ns= IDLE;
        end
        default: begin
            ns= IDLE;
        end
    endcase
 end
 always @(*) begin
    rx_busy= (cs==START || cs==DATA );
    rx_done= (cs==DONE);
    error= (cs==ERROR);
    clk_counter_en= (ns==START || ns==DATA);
    bit_counter_en= (cs==DATA && clk_counter_done);  
    sample_en= (clk_counter== ((CLKS_PER_BIT/2)-1));
    shift_register_en= (sample_en && ns==DATA);  
 end   
 always @(posedge clk or negedge rst) begin
     if (!rst) begin
         bit_counter_done<=1'b0;
     end
     else if (soft_rst) begin
         bit_counter_done<= 1'b0;
     end
     else if (bit_counter_done && cs!= DATA) begin
         bit_counter_done<=1'b0;
     end
     else if (bit_counter==7 && clk_counter_done) begin
         bit_counter_done<= 1'b1;
     end
 end 
 endmodule
module UART_rx_top #(parameter CLKS_PER_BIT=5208)(
	input wire clk, rst, soft_rst,
 	input wire rx_data_in,
 	output wire rx_busy, rx_done, error,
 	output wire [7:0] rx_data_out
);
wire [$clog2(CLKS_PER_BIT)-1:0] clk_counter;
wire [2:0] bit_counter;
wire clk_counter_done;
wire clk_counter_en, bit_counter_en, shift_register_en;
clk_counter #(CLKS_PER_BIT) clk_count(
	.clk(clk),
	.rst(rst),
	.soft_rst(soft_rst),
    .en(clk_counter_en),
    .clk_counter(clk_counter),
    .clk_counter_done(clk_counter_done)
    );
bit_counter bit_count(
	.clk(clk),
	.rst(rst),
	.soft_rst(soft_rst),
    .en(bit_counter_en),
    .clk_counter_done(clk_counter_done),
    .bit_counter(bit_counter)
    );
shift_register shift_register (
	.clk(clk),
	.rst(rst),
	.soft_rst(soft_rst),
    .en(shift_register_en),
    .rx_data_in(rx_data_in),
    .rx_data_out(rx_data_out)
    );
FSM #(CLKS_PER_BIT) FSM (
	.clk(clk),
	.rst(rst),
	.soft_rst(soft_rst),
	.rx_data_in(rx_data_in),
	.clk_counter(clk_counter),
	.bit_counter(bit_counter),
	.clk_counter_done(clk_counter_done),
	.clk_counter_en(clk_counter_en),
	.bit_counter_en(bit_counter_en),
	.shift_register_en(shift_register_en),
	.rx_busy(rx_busy), 
	.rx_done(rx_done), 
	.error(error)
	);
endmodule
module bit_counter (
	input wire clk, rst, soft_rst,
	input wire en, clk_counter_done,
	output reg [2:0] bit_counter
	);
always @(posedge clk or negedge rst) begin
    if (!rst) begin
        bit_counter<= 'b0;
    end
    else if (soft_rst) begin
        bit_counter<= 'b0;
    end
    else if (en && clk_counter_done) begin
        bit_counter<= bit_counter +1;
    end
 end
 endmodule
module clk_counter #(parameter CLKS_PER_BIT=5208)(
	input wire clk, rst, soft_rst,
	input wire en,
	output reg clk_counter_done, 
	output reg [$clog2(CLKS_PER_BIT)-1:0] clk_counter
	);
always @(posedge clk or negedge rst) begin
    if (!rst) begin
        clk_counter<= CLKS_PER_BIT-1;
        clk_counter_done <=1'b0;
    end
    else if (soft_rst) begin
        clk_counter<= CLKS_PER_BIT-1;
        clk_counter_done <=1'b0;
    end
    else if (clk_counter== 'b0) begin
        clk_counter<= CLKS_PER_BIT-1;
        clk_counter_done<= 1'b1;
    end
    else if (en) begin
        clk_counter<= clk_counter -1;
        clk_counter_done<= 1'b0;
    end
 end
endmodule
module shift_register (
	input wire clk, rst, soft_rst,
	input wire en,
	input wire rx_data_in,
	output reg [7:0] rx_data_out
	);
always @(posedge clk or negedge rst) begin
    if (!rst) begin
        rx_data_out <='b0;
    end
    else if (soft_rst) begin
        rx_data_out <='b0;
    end
    else if (en) begin 
        rx_data_out <= {rx_data_in,rx_data_out[7:1]};
    end
 end
 endmodule

===== flow/config.mk =====
export PLATFORM = sky130hd
export DESIGN_NAME = UART_rx_top
export DESIGN_NICKNAME = UART_rx_top
export VERILOG_FILES = /design/flow/design.v
export SDC_FILE = /design/flow/constraint.sdc
export NUM_CORES = 4
export LEC_CHECK = 1
export CORE_UTILIZATION = 30

===== flow/constraint.sdc =====
current_design UART_rx_top

set clk_period 5.6
set clk_io_pct 0.2

create_clock -name clk0 -period $clk_period [get_ports {clk}]

set non_clock_inputs [all_inputs -no_clocks]
set_input_delay [expr $clk_period * $clk_io_pct] -clock clk0 $non_clock_inputs
set_output_delay [expr $clk_period * $clk_io_pct] -clock clk0 [all_outputs]

==> results.tsv <==
metric	value	unit
yosys_cells	175	
die_x	78.1	um
gr-total-overflow	0	
netlist_area	1740	um2
status	finished, final reports clean	
cts_resized	0	
min_path_type	register to register	
ys_ff	31	
crit_path_top_delay_cell	clkdlybuf4s50_1	
cp_slowest_stage_delay	0.68	ns
period_minus_slack	2.96	ns
worst_pin_slew	0.634	ns
place_congestion	0.871	
syn_to_final_growth	17.5	%
n_antenna_cell	0	
post-dp-hpwl	2380	um
nFillCells	568	
p_int	0.340	mW
cts_buffers	5	
via_count	1308	
lay_top_count	nand2_1	
clock_skew	0.00812	ns
setup_violations	0	
sw_frac_of_total	23.7	%
leakagePower	0.912	nW
largest_area_cell	dfrtp_1	
cts.clk_slew.worst_paths	0.06	ns
slew_viol_final	0	
grt.total_usage	13.2	%
drc_errors	0	
dp_slack	2.35	ns
ys_warn_count	4	
p_switching	0.106	mW
yosys-top-cells-area	dfrtp_1 (33%), dfstp_2 (12%), mux2i_1 (8.6%)	
cp_max_fo	14	
drive_gt1_share	15.6	%
postSynthCellCount	175	
die_area	6100	um2
clock_sinks	31	
root_buffer	clkbuf_8	
start_kind	primary input	
drt_iter0_markers	96	
drt_first_pass_iters	4	
portBuffers	14	
cts_tree	built	
finalCritPeriodShare	52.8	%
hold_violations	0	
htreeDepth	2	
path_class	primary input to register	
grt_max_degree	32	
clkPwrFrac	40.5	%
num_rows	27	
wirelength	3520	um
fmax	0.338	GHz
arrival	3.16	ns
boundaryPins	15	
lay_top_cells	nand2_1 (26), dfrtp_1 (23), nor2_1 (18)	
wire_per_inst	13.3	um
cts_setup_buffers	0	
core-area	5540	um2
pwr-share-comb	7.4	%
crit_family	buffers and inverters	
fin_tns_setup	0	ns
rsz0062_at_grt	no	
fin_ws	2.64	ns
routed_via_density	4.95	
required	5.80	ns
end_kind	register	
die_h	78.1	um
powerDensity	218	nW/um2
drv_cap	0	
antenna_found_initial	0	
drtAntennaViolNets	0	
grt_pass1_vias	1284	
irDropWorstVdd	0.000117	V
grt_pass1_wl	6280	um
ys_seq_share	45.2	%
hold_buffers	0	
clock_latency	0.28	ns
ys_area	1740	um2
yosysUniqueCellTypes	45	
p_seq_share	52.1	%
avgSynthCellArea	9.92	um2
warnings	26	
top_area_share	33.1	%
fp_util	31.3	%
crit_buf_inv	2	
worstPathCellList	clkdlybuf4s50_1 > inv_1 > o41a_1 > nand2_1 > mux2_2	
max-slew-margin-rel	56.6	%
clk_path_buf_depth	2	
## metal layers
metal  global-route usage (%)  vias to the layer above  wire [um]
li1                         -                      666          -
met1                     21.1                      609       1750
met2                     18.9                       29       1550
met3                     3.54                        4        196
met4                     2.04                        0         24
met5                        0                        -          0
## power by group through the flow
stage | sequential (mW) | clock, mW | combinational, mW
4_1_cts | 0.232 | 0.190 | 0.0336
5_1_grt | 0.233 | 0.199 | 0.0384
6_report | 0.232 | 0.180 | 0.0328
## final cells by class
class | count | area (um2) | share of cell area (%)
clock buffer | 7 | 86.3 | 4.23
clock inverter | 1 | 5.00 | 0.245
inverter | 9 | 33.8 | 1.66
multi-input combinational | 129 | 892 | 43.7
sequential | 31 | 786 | 38.5
tap | 72 | 90.1 | 4.41
timing repair buffer | 15 | 148 | 7.23
## logic make-up after synthesis
group                    synth area share, %
XOR/XNOR                               0.504
AND-OR/OR-AND                           14.8
AND/OR/NAND/NOR                         22.5
flip-flops                              45.2
adder cells (fa/ha/maj)                 2.88
buffers and inverters                   3.39
multiplexers                            10.6
## sequential cells by signal (all words and copies together) (netlist names)
name / cells
shift_register.rx_data_out: 8
FSM.bit_counter_done: 1
clk_count.clk_counter: 13
bit_count.bit_counter: 3
clk_count.clk_counter_done: 1
FSM.cs: 5
## worst paths after layout
| check | from | end | slack [ns] | depth (start not counted) |
|---|---|---|---|---|
| max | soft_rst | clk_count.clk_counter[6] | 2.64 | 5 |
| min | FSM.cs[4] | FSM.cs[0] | 0.50 | 1 |
| max reg2reg | clk_count.clk_counter[0] | clk_count.clk_counter[5] | 3.15 | 5 |
| min reg2reg | FSM.cs[4] | FSM.cs[0] | 0.50 | 1 |
| max in group asynchronous | rst | FSM.cs[0] | 4.03 | 2 |
| min in group asynchronous | rst | clk_count.clk_counter[5] | 1.23 | 2 |
## worst register-to-register path, cell delays in order (launching register included)
cell	delay (ns)
dfstp_2	0.57
ha_1	0.18
or4bb_1	0.56
o41ai_4	0.56
a21oi_1	0.15
mux2_1	0.33
## Yosys cell counts (all sizes together)
| cell | instances |
|---|---|
| a2111oi | 3 |
| a211o | 1 |
| a21boi | 1 |
| a21oi | 6 |
| a22oi | 1 |
| a31oi | 2 |
| and2 | 2 |
| buf | 3 |
| clkbuf | 3 |
| dfrtp | 23 |
| dfstp | 8 |
| ha | 4 |
| inv | 9 |
| mux2 | 3 |
| mux2i | 15 |
| nand2 | 26 |
| nand2b | 4 |
| nand3 | 2 |
| nand3b | 1 |
| nand4b | 1 |
| nor2 | 18 |
| nor2b | 4 |
| nor3 | 3 |
| nor4 | 4 |
| o2111a | 1 |
| o2111ai | 2 |
| o211ai | 4 |
| o21ai | 3 |
| o21ba | 1 |
| o32ai | 1 |
| o41a | 2 |
| o41ai | 2 |
| or2 | 4 |
| or3 | 1 |
| or3b | 1 |
| or4 | 2 |
| or4b | 2 |
| or4bb | 1 |
| xor2 | 1 |
## stage by stage
stage | hold WS [ns] | power, mW | util (%) | cell area (um2) | cells
after global routing | 0.532 | 0.471 | 36.8 | 2040 | 264
final | 0.503 | 0.446 | 36.8 | 2040 | 264
after global placement | 0.499 | 0.269 | 35.2 | 1950 | 256
after detailed placement | 0.498 | 0.269 | 35.2 | 1950 | 256
after CTS | 0.515 | 0.456 | 36.8 | 2040 | 264
after floorplan | 0.443 | 0.256 | - | 1740 | 175
Power and IR drop assume default switching activity.
