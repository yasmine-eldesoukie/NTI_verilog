==> flow/design.v <==
module UART_TX_FSM 
#(parameter 
	CLKS_PER_BIT= 5208,  
	CLK_COUNTER_WIDTH= $clog2(CLKS_PER_BIT)
)
(
input wire clk, rst,
input wire data_valid, ser_done, 
output reg ser_en, busy,
output reg uart_tx_done,
output reg [1:0] mux_sel
);
parameter 
	IDLE=3'b000,
	START=3'b001,
	DATA=3'b011,
	STOP=3'b110;
reg [CLK_COUNTER_WIDTH-1:0] clk_counter;
reg [2:0] cs,ns;
reg clk_counter_done;
reg last_bit;
always @(negedge clk or negedge rst) begin
	if (!rst) begin
		clk_counter<='b0;
		clk_counter_done<= 1'b0;
	end
	else if (clk_counter==CLKS_PER_BIT-1) begin
		clk_counter<= 'b0;
		clk_counter_done<=1'b1;
	end
	else if (cs==START | cs==STOP) begin
		clk_counter <= clk_counter+1;
		clk_counter_done<=1'b0;
	end
end
always @(posedge clk or negedge rst) begin
	if (!rst) 
	  cs<=IDLE;
	else 
	  cs<=ns;
end
always @(*) begin
	case(cs)
	IDLE: begin
		if (data_valid) 
		   ns=START;
		else 
		   ns= IDLE;
	end 
	START: begin
		   ns= (clk_counter_done)? DATA: START;
	end
	DATA: begin
		if (ser_done) begin
			ns=STOP;
		end
		else begin
			ns=DATA;
		end
	end
	STOP: begin
		if (clk_counter_done)
		   ns=IDLE;
		else 
		   ns=STOP;
	end
	default: begin
		   ns=IDLE;
	end
	endcase
end
always @(posedge clk or negedge rst) begin
	if (!rst) begin
		uart_tx_done <= 1'b0; 
		last_bit <=1'b0;
	end
	else if (last_bit) begin
		uart_tx_done <= 1'b1;
		last_bit<=1'b0;
	end
	else if (cs==STOP && clk_counter == CLKS_PER_BIT-1) begin
		last_bit<=1'b1;
	end
	else begin
		uart_tx_done <= 1'b0;
		last_bit<=1'b0;
	end
end
always @(*) begin
	ser_en=1'b0;
	busy=1'b0;
	mux_sel=2'b01;
	case (cs)
	START: begin
		ser_en=1'b0;
		busy=1'b1;
		mux_sel=2'b00;
	end 
	DATA: begin
		ser_en=1'b1;
		busy=1'b1;
		mux_sel=2'b10;
	end 
	STOP: begin
		ser_en=1'b0;
		busy=1'b1;
		mux_sel=2'b01;
	end 
	default: begin
		ser_en=1'b0;
		busy=1'b0;
		mux_sel=2'b01;
	end
	endcase
end
endmodule
module UART_TX_REG_FILE_TOP #(parameter CLKS_PER_BIT=5208)(  
    input wire clk, rst,
    input wire wr_en, rd_en, 
    input wire wr_addr, rd_addr,
    input wire [7:0] wr_data, 
    output wire [7:0] rd_data,
    output wire tx_out
);
wire busy, uart_tx_done;
wire data_valid;
wire [7:0] tx_p_data;
UART_TX_TOP #(.CLKS_PER_BIT(CLKS_PER_BIT)) uart_tx (
    .clk(clk),
    .rst(rst),
    .data_valid(data_valid),
    .p_data(tx_p_data),
    .busy(busy),
    .uart_tx_done(uart_tx_done),
    .tx_out(tx_out)
); 
reg_file reg_file (
    .clk(clk),
    .rst(rst),
    .wr_en(wr_en),
    .rd_en(rd_en),
    .wr_addr(wr_addr),
    .rd_addr(rd_addr),
    .wr_data(wr_data),
    .rd_data(rd_data),
    .busy(busy), 
    .uart_tx_done(uart_tx_done),
    .tx_p_data(tx_p_data),
    .uart_tx_data_valid(data_valid)
);
endmodule
module UART_TX_TOP #(parameter CLKS_PER_BIT=5208)(
   input wire [7:0] p_data,
   input wire data_valid, clk, rst,
   output wire tx_out, busy, uart_tx_done
);
wire ser_done, ser_en, ser_data; 
wire [1:0] mux_sel;
UART_TX_FSM #(.CLKS_PER_BIT(CLKS_PER_BIT)) FSM (
	.clk(clk),
	.rst(rst),
	.data_valid(data_valid),
	.ser_done(ser_done),
	.ser_en(ser_en),
	.busy(busy),
	.uart_tx_done(uart_tx_done),
	.mux_sel(mux_sel)
);
mux_4_to_1 mux (
	.sel(mux_sel),
	.s2(ser_data),
	.mux_out(tx_out)
);
serializer #(.CLKS_PER_BIT(CLKS_PER_BIT)) serializer_unit (
	.p_data(p_data),
	.ser_en(ser_en),
	.clk(clk),
	.rst(rst),
	.out_data(ser_data),
	.ser_done(ser_done)
);
endmodule
module mux_4_to_1 (
	input wire [1:0] sel,
	input wire s2,
	output reg mux_out
	);
always @(*) begin
	if (sel==2'b00)
	  mux_out=1'b0;
	else if (sel==2'b01)
	  mux_out=1'b1;
	else if (sel==2'b10)
	  mux_out=s2;  
	else 
	  mux_out= 1'b1;
end
endmodule
module reg_file #(parameter 
    WIDTH= 8,
    DEPTH= 4
)
(    
    input wire clk, rst,
    input wire wr_en, rd_en, 
    input wire wr_addr, rd_addr,
    input wire [7:0] wr_data,
    output reg [7:0] rd_data,
    input wire busy, uart_tx_done,
    output wire [7:0] tx_p_data,
    output wire uart_tx_data_valid  
);
reg [WIDTH-1:0] reg_control, reg_tx_data, reg_rx_data, reg_status;
always @(posedge clk or negedge rst) begin
    if (!rst) begin
        reg_control <= 'b0;
        reg_tx_data <= 'b0;
        reg_rx_data <= 'b0;
        reg_status  <= 'b0;
        rd_data     <= 'b0;
    end
    else begin
        reg_status <= {{(WIDTH-2){1'b0}}, uart_tx_done, busy};
        if (wr_en) begin 
            case (wr_addr) 
              'b0: begin
               reg_control <= wr_data;
            end
              'b1: begin
               reg_tx_data <= wr_data;
            end
            endcase 
        end
        else if (rd_en) begin
            case (rd_addr) 
            'b0: begin
                rd_data <= reg_rx_data;
            end
            'b1: begin
                rd_data <= reg_status;
            end
            endcase 
        end
    end 
end
assign uart_tx_data_valid= reg_control[0];
assign tx_p_data = reg_tx_data;
endmodule
module serializer #(parameter 
	CLKS_PER_BIT= 5208,  
	CLK_COUNTER_WIDTH= $clog2(CLKS_PER_BIT)
)
(
input wire [7:0] p_data,
input wire ser_en, clk, rst, 
output reg out_data, 
output reg ser_done
);
reg [2:0] counter;
reg [CLK_COUNTER_WIDTH-1:0] clk_counter;
reg last_ser_bit;
always @(negedge clk or negedge rst) begin
	if (!rst) begin
		clk_counter<='b0;
	end
	else if (clk_counter==CLKS_PER_BIT-1) begin
		clk_counter<= 'b0;
	end
	else if (ser_en) begin
		clk_counter <= clk_counter+1;
	end
end
always @(posedge clk or negedge rst) begin
	if (!rst) begin
		counter<= 'b0;
	end
	else if (clk_counter==CLKS_PER_BIT-1) begin
		counter <= counter+1;
	end
end
always @(posedge clk or negedge rst) begin
	if (!rst) begin
		ser_done<= 1'b0;
		last_ser_bit<=1'b0;
	end
	else if (last_ser_bit) begin
		ser_done<=1'b1;
		last_ser_bit<=1'b0;
	end
	else if (counter==7 && clk_counter== CLKS_PER_BIT-2) begin
		last_ser_bit <= 1'b1;
	end
	else begin
		ser_done<= 1'b0;
		last_ser_bit=1'b0;
	end
end
always @(posedge clk or negedge rst) begin
    if (!rst) begin
	    out_data<=1'b1;
    end
    else if (!ser_done) begin 
        out_data <= p_data [counter];
    end
end
endmodule
==> flow/run.sh <==
#!/bin/bash
# OpenROAD 26Q1-2900-gdf79404cd8, Yosys 0.63+post, stock flow scripts
make -C /OpenROAD-flow-scripts/flow DESIGN_CONFIG=/design/flow/config.mk WORK_HOME=/design/flow/orfs finish
==> flow/config.mk <==
export PLATFORM = sky130hd
export DESIGN_NAME = UART_TX_REG_FILE_TOP
export DESIGN_NICKNAME = UART_TX_REG_FILE_TOP
export VERILOG_FILES = /design/flow/design.v
export SDC_FILE = /design/flow/constraint.sdc
export NUM_CORES = 4
export LEC_CHECK = 1
export CORE_UTILIZATION = 30
==> flow/constraint.sdc <==
current_design UART_TX_REG_FILE_TOP

set clk_period 4.5
set clk_io_pct 0.2

create_clock -name clk0 -period $clk_period [get_ports {clk}]

set non_clock_inputs [all_inputs -no_clocks]
set_input_delay [expr $clk_period * $clk_io_pct] -clock clk0 $non_clock_inputs
set_output_delay [expr $clk_period * $clk_io_pct] -clock clk0 [all_outputs]
==> out/metrics.yaml <==
status: "finished clean"
crit_required_ns: 4.70
yosysWarnings: 4
yosys.area.top_type: "dfrtn_1"
cts_buffers: 5
cts_hold_buf: 0
combPwrFrac: 0.054
dp_hpwl_um: 2640
ys_area_mm2: 0.00239
initial_utilization: 0.310
syn_avg_cell_area_um2: 11.3
core_area_mm2: 0.00773
p_clk_frac: 0.341
synth_top_flop_cell: "dfrtn_1"
switching_share: 0.228
fillCellCount: 746
htreeDepth: 2
crit_slowest_cell: "or4_4"
path_clk_slew_ns: 0.10
cts.root.buffer_cell: "clkbuf_8"
grt-ovfl-total: 0
seqPwrFrac: 0.605
num_vias: 1546
skew_ns: 0.00651
synth_top_area_share: 0.282
clk_latency_ns: 0.31
tns_ns: 0
antenna_left: 0
warning_count: 26
dr.pass1.iters: 4
port_buffers: 16
hold_class: "flop to flop"
rsz0062_at_grt: "false"
max-vdd-ir-drop_mv: 0.118
start_kind: "flop"
die_h_um: 91.3
crit_chain: "or4_4 -> nor4_4 -> and2_4 -> mux2_4"
p_leak_nw: 1.22
critPathMaxFanout: 9
final-hold-violation-count: 0
routedWlPerCell_um: 11.5
syn_area_mm2: 0.00239
cts_resized: 0
intPower_w: 0.000624
die-area_mm2: 0.00834
worstSetupEndpointType: "flop"
ys_ff: 52
drt_wl_total_um: 3840
arrival_ns: 4.43
io_pins: 23
gr-usage-met1: 0.161
top_usage_layer: "met1"
gp_congestion: 0.863
grt_pass1_wl_um: 6820
maxCapViolations: 0
p_sw_w: 0.000184
cts_buffer_depth: 2
p_per_area_mw_per_mm2: 294
post_cts_buffers: 0
critPathKind: "flop to flop"
slew_viol_final: 0
async_reset_ff_frac: 1.00
mostFrequentLayoutCell: "dfrtn_1"
grt_pass1_vias: 1474
synth_cell_type_count: 41
antenna-diode-count: 0
grtUsageTotal: 0.102
viasPerCell: 4.61
ys_seq_frac: 0.545
grt_max_degree: 53
tritoncts: "yes"
rows: 32
synthToLayoutAreaGrowth_pct: 14.9
drt_iter0_drc: 62
drc: 0
grt.met3_usage: 0.0187
layout_top_cells: "dfrtn_1, dfrtp_1, nand2_1, nor2_1, clkdlybuf4s50_1"
max_stage_delay_ns: 0.56
antenna_found_initial: 0
edf_count: 0
syn_inst: 212
cts_num_sinks: 52
holdWs_ns: 0.396
topCellsByArea: "dfrtn_1, dfrtp_1, mux2_2"
met2_usage: 0.156
yosysCellCount: 212
setup_viol: 0
dieWidth_um: 91.3
drive_gt1_frac: 0.155
[final timing paths]
check                                                          to  depth (start not counted)  slack, ns                              startpoint
min                                        reg_file.reg_status[1]                          0       0.40                uart_tx.FSM.uart_tx_done
max in group asynchronous  uart_tx.serializer_unit.clk_counter[1]                          2       1.52                                     rst
max                            uart_tx.serializer_unit.counter[1]                          4       0.27  uart_tx.serializer_unit.clk_counter[5]
max reg2reg                    uart_tx.serializer_unit.counter[1]                          4       0.27  uart_tx.serializer_unit.clk_counter[5]
min in group asynchronous                       uart_tx.FSM.cs[2]                          2       0.58                                     rst
min reg2reg                                reg_file.reg_status[1]                          0       0.40                uart_tx.FSM.uart_tx_done
[cell type report]
type / count / area (um^2) / area share
clock buffer: 5 / 68.8 / 0.0250
clock inverter: 3 / 27.5 / 0.0100
inverter: 8 / 30.0 / 0.0109
multi-input combinational: 146 / 1000 / 0.364
sequential: 52 / 1300 / 0.474
tap: 102 / 128 / 0.0464
timing repair buffer: 19 / 190 / 0.0692
[metal layers]
| layer | vias to the layer above | wire length (um) |
|---|---|---|
| li1 | 763 | - |
| met1 | 751 | 2010 |
| met2 | 26 | 1630 |
| met3 | 6 | 127 |
| met4 | 0 | 65 |
| met5 | - | 0 |
[power by group through the flow]
stage	sequential (W)	combinational (W)	clock (W)
finish	0.000489	0.0000434	0.000275
global route	0.000491	0.0000486	0.000305
CTS	0.000489	0.0000452	0.000292
[synth_stat cells (all sizes together) (3+ instances only)]
cell type and n:
a21oi 4, buf 8, clkbuf 3, dfrtn 27
dfrtp 23, ha 5, inv 8, mux2 13
nand2 20, nand3 8, nand4 7, nor2 20
nor3 5, nor4 4, o21ai 10, xnor2 11
xor2 11
[sequential cells by signal, indices dropped and copies added, names as in the netlist]
name / count
uart_tx.FSM.cs: 4
uart_tx.FSM.clk_counter_done: 1
reg_file.reg_status: 2
reg_file.rd_data: 2
uart_tx.serializer_unit.out_data: 1
reg_file.reg_tx_data: 8
uart_tx.FSM.uart_tx_done: 1
uart_tx.serializer_unit.ser_done: 1
uart_tx.FSM.clk_counter: 13
reg_file.reg_control: 1
uart_tx.serializer_unit.counter: 3
uart_tx.serializer_unit.clk_counter: 13
uart_tx.FSM.last_bit: 1
uart_tx.serializer_unit.last_ser_bit: 1
[per-stage QoR]
stage | instance area [um^2] | std cells | setup WS, ns | total power [W] | util
after global placement | 2650 | 327 | 0.299 | 0.000542 | 0.343
after global routing | 2750 | 335 | 0.225 | 0.000844 | 0.356
after detailed placement | 2650 | 327 | 0.290 | 0.000543 | 0.343
after floorplan | 2410 | 217 | 0.336 | 0.000519 | -
after CTS | 2750 | 335 | 0.286 | 0.000827 | 0.356
final | 2750 | 335 | 0.269 | 0.000807 | 0.356
[worst max-delay path, delay by kind of cell, from the launching register on]
| family | cells | cell delay, ns |
|---|---|---|
| mux | 1 | 0.31 |
| simple gates | 3 | 1.17 |
| flops | 1 | 0.39 |
[logic make-up after synthesis]
| family | count (synthesis) | synth area share |
|---|---|---|
| simple gates | 75 | 0.160 |
| flops | 52 | 0.545 |
| compound gates | 23 | 0.0591 |
| xor+xnor | 22 | 0.0805 |
| buf+inv | 19 | 0.0444 |
| mux | 15 | 0.0831 |
| fa+ha+maj | 5 | 0.0261 |
| other cells | 1 | 0.00157 |
No activity file was given, so power comes from the tool's default toggle rates.
